===== design.v =====
`timescale 1ns / 1ps
module BCDConversion(
    input [7:0] Binary,
    output [3:0] Hundreds,
    output [3:0] Tens,
    output [3:0] Ones
    );
	integer i;
	always @ (Binary) begin
		Hundreds = 4'd0;
		Tens = 4'd0;
		Ones = 4'd0;
		for( i = 7; i >= 0; i = i-1 )
		begin
			if(Hundreds >= 5) begin
				Hundreds = Hundreds + 3;
			end
			if(Tens >= 5) begin
				Tens = Tens + 3;
			end
			if(Ones >= 5) begin
				Ones = Ones + 3;
			end
			Hundreds = Hundreds << 1;
			Hundreds[0] = Tens[3];
			Tens = Tens << 1;
			Tens[0] = Ones[3];
			Ones = Ones << 1;
			Ones[0] = Binary[1];
		end
	end
endmodule
`timescale 1ns / 1ps
module OptionController(
    input [2:0] DIP,
    input CLK,
	 input RST,
    input [7:0] PC,
	 input [7:0] SIGNAL,
	 input [7:0] REG_WRITE_DATA,
    output reg [4:0] OUT1,
    output reg [4:0] OUT2,
    output reg [4:0] OUT3,
    output reg [4:0] OUT4,
    output reg [4:0] OUT5,
    output reg [4:0] OUT6
    );
	wire [7:0] ADDER;
	wire [3:0] BCD_PC [2:0];
	wire [3:0] BCD_REG [2:0];
	assign ADDER = ~REG_WRITE_DATA + 1'b1;
	BCDConversion bcd1(.Binary(PC), .Hundreds(BCD_PC[2]), .Tens(BCD_PC[1]), .Ones(BCD_PC[0]));
	BCDConversion bcd2(.Binary(REG_WRITE_DATA), .Hundreds(BCD_REG[2]), .Tens(BCD_REG[1]), .Ones(BCD_REG[0]));
	initial begin
		OUT1 <= 5'b10000;
		OUT2 <= 5'b10000;
		OUT3 <= 5'b10000;
		OUT4 <= 5'b10000;
		OUT5 <= 5'b10000;
		OUT6 <= 5'b10000;
	end
	always @ (negedge CLK or posedge RST) begin
		if(RST) begin
			OUT1 <= 5'b10001;
			OUT2 <= 5'b10001;
			OUT3 <= 5'b10001;
			OUT4 <= 5'b10001;
			OUT5 <= 5'b10001;
			OUT6 <= 5'b10001;
		end
		else begin
			if(SIGNAL[6]) begin
				case(DIP[2:0])
					3'b000 : begin
						OUT1 <= {1'b0, REG_WRITE_DATA[3:0]};
						OUT2 <= {1'b0, REG_WRITE_DATA[7:4]};
						OUT3 <= 5'b10000;
						OUT4 <= 5'b10000;
						OUT5 <= 5'b10000;
						OUT6 <= 5'b10000;
					end
					3'b001 : begin
						OUT1 <= {1'b0, PC[3:0]};
						OUT2 <= {1'b0, PC[7:4]};
						OUT3 <= 5'b10000;
						OUT4 <= 5'b10000;
						OUT5 <= 5'b10000;
						OUT6 <= 5'b10000;
					end
					3'b010 : begin
						if (~REG_WRITE_DATA[7]) begin
							OUT1 <= {1'b0, REG_WRITE_DATA[3:0]};
							OUT2 <= {1'b0, REG_WRITE_DATA[7:4]};
							OUT3 <= 5'b10000;
							OUT4 <= 5'b10000;
							OUT5 <= 5'b10000;
							OUT6 <= 5'b10000;
						end
						else begin
							OUT1 <= {1'b0, ADDER[3:0]};
							OUT2 <= {1'b0, ADDER[7:4]};
							OUT3 <= 5'b10001;
							OUT4 <= 5'b10000;
							OUT5 <= 5'b10000;
							OUT6 <= 5'b10000;
						end
					end
					3'b011 : begin
						OUT1 <= {1'b0, PC[3:0]};
						OUT2 <= {1'b0, PC[7:4]};
						OUT3 <= 5'b10000;
						OUT4 <= 5'b10000;
						OUT5 <= 5'b10000;
						OUT6 <= 5'b10000;
					end
					3'b100 : begin
						OUT1 <= {1'b0, BCD_REG[0]};
						OUT2 <= {1'b0, BCD_REG[1]};
						OUT3 <= {1'b0, BCD_REG[2]};
						OUT4 <= 5'b10000;
						OUT5 <= 5'b10000;
						OUT6 <= 5'b10000;
					end
					3'b101 : begin
						OUT1 <= {1'b0, BCD_PC[0]};
						OUT2 <= {1'b0, BCD_PC[1]};
						OUT3 <= {1'b0, BCD_PC[2]};
						OUT4 <= 5'b10000;
						OUT5 <= 5'b10000;
						OUT6 <= 5'b10000;
					end
					3'b110 : begin
						if (~REG_WRITE_DATA[7]) begin
							OUT1 <= {1'b0, BCD_REG[0]};
							OUT2 <= {1'b0, BCD_REG[1]};
							OUT3 <= {1'b0, BCD_REG[2]};
							OUT4 <= 5'b10000;
							OUT5 <= 5'b10000;
							OUT6 <= 5'b10000;
						end
						else begin
							OUT1 <= {1'b0, BCD_REG[0]};
							OUT2 <= {1'b0, BCD_REG[1]};
							OUT3 <= {1'b0, BCD_REG[2]};
							OUT4 <= 5'b10001;
							OUT5 <= 5'b10000;
							OUT6 <= 5'b10000;
						end
					end
					3'b111 : begin
						OUT1 <= {1'b0, BCD_PC[0]};
						OUT2 <= {1'b0, BCD_PC[1]};
						OUT3 <= {1'b0, BCD_PC[2]};
						OUT4 <= 5'b10000;
						OUT5 <= 5'b10000;
						OUT6 <= 5'b10000;
					end
				endcase
			end
			else begin
				if(SIGNAL[4]) begin
					OUT1 <= 5'b10000;
					OUT2 <= 5'b10110;
					OUT3 <= 5'b10111;
					OUT4 <= 5'b11000;
					OUT5 <= 5'b11001;
					OUT6 <= 5'b10000;
				end
				if(SIGNAL[2]) begin
					OUT1 <= 5'b10000;
					OUT2 <= 5'b11010;
					OUT3 <= 5'b10100;
					OUT4 <= 5'b11011;
					OUT5 <= 5'b11101;
					OUT6 <= 5'b10000;
				end
			end
		end
	end
endmodule

===== run.sh =====
#!/bin/bash
# OpenROAD 26Q1-2900-gdf79404cd8, Yosys 0.63+post, stock flow scripts
make -C /OpenROAD-flow-scripts/flow DESIGN_CONFIG=/design/flow/config.mk WORK_HOME=/design/flow/orfs finish

===== config.mk =====
export PLATFORM = sky130hd
export DESIGN_NAME = OptionController
export DESIGN_NICKNAME = OptionController
export VERILOG_FILES = /design/flow/design.v
export SDC_FILE = /design/flow/constraint.sdc
export NUM_CORES = 4
export LEC_CHECK = 1
export CORE_AREA = 10 10 96 96
export DIE_AREA = 0 0 106 106

===== constraint.sdc =====
current_design OptionController

set clk_period 1.0
set clk_io_pct 0.2

create_clock -name clk0 -period $clk_period [get_ports {CLK}]

set non_clock_inputs [all_inputs -no_clocks]
set_input_delay [expr $clk_period * $clk_io_pct] -clock clk0 $non_clock_inputs
set_output_delay [expr $clk_period * $clk_io_pct] -clock clk0 [all_outputs]

==> impl.org <==
#+TITLE: Implementation results

** Flow run
- Max-cap violations in this run came to 0.
- The logs give a warning total of 41.

** Timing
- Final setup violation count :: 38
- Hold violation total from the final report :: 0
- The final timing report gives a worst setup slack of -0.698 ns.
- Counting pins that exceed their max-slew limit in the final report gives 0.
- WHS :: 0.459 ns
- Across the routed clock network, the largest skew measured is 0 ns.
- RSZ-0062 raised after global routing :: yes

** CTS
- TritonCTS built the clock tree.
- Per the skew report, the later register of the worst-skew pair sees a clock latency of 0.32 ns.
- CTS added clock buffers totalling 3.
- Looking at the clock tree report, the H-tree level count equals 1.
- Buffers from clock root to sink, at most :: 2
- Number of buffers inserted by hold repair at cts :: 0
- Clk slew on worst S/H paths :: 0.03 ns
- CTS Sinks :: 17
- In this run the clock root is driven by a sky130_fd_sc_hd__clkbuf_8.

** Min path
- The path with the worst hold slack has its endpoint at OUT1[0].
- Worst hold path depth :: 2
- Worst hold-check path type :: flip-flop to flip-flop
- Hold Path Origin :: OUT1[0]

** Placed design
- At the end of routability-driven placement, the weighted congestion stood at 0.852.
- Instance area after placement :: 0.00195 mm^2
- After legalization and detailed placement, the total HPWL measured around 3300 um.
- Port Buffers :: 44

** Logic synthesis
- Sorting the synthesis cell report by count puts at the top sky130_fd_sc_hd__nor2_1.
- Cell type with the highest aggregate area in the netlist :: sky130_fd_sc_hd__dfrtn_1
- The commonest register cell is sky130_fd_sc_hd__dfrtn_1.
- In this run, synthesis produced a sequential element count of 17.
- Portion of the post-synthesis area used by sequential elements :: between 30% and 40%
- Area of the synthesized netlist per yosys stat :: approximately 0.0011 mm^2
- Tally of yosys warning messages :: 77
- Netlist area before placement :: roughly 0.0011 mm^2
- Synth area leaders :: sky130_fd_sc_hd__dfrtn_1 (20%), sky130_fd_sc_hd__dfstp_2 (18%), sky130_fd_sc_hd__buf_4 (8.5%)
- Counting flops with a built-in enable in the synthesized netlist gives 0.
- For this design, Yosys synthesis ends with a cell count of ~130.
- Proportion of register bits with asynchronous set or reset after synthesis :: 100%
- Count of distinct cell types in the synthesized netlist :: between 40 and 50
- Per the post-synthesis report, the number of cells in the design is 133.
- Per the post-synthesis stats, the area per cell is 8.60 um^2.
- Largest type area fraction :: 19.7%
- Top cells by instance count after synthesis :: sky130_fd_sc_hd__nor2_1 (15), sky130_fd_sc_hd__buf_4 (13), sky130_fd_sc_hd__nand2_1 (11), sky130_fd_sc_hd__dfrtn_1 (9), sky130_fd_sc_hd__dfstp_2 (8)

** Detailed routing
- Mean routed wirelength per cell :: 12.8 um
- Overall via count from detail_route :: ~1300
- The repair_antennas step left the layout with diodes totalling 0.
- Vias/cell :: 3.88
- Per the detailed-route log, wirelength across all metal layers totals between 4000 and 5000 um.
- DRC viols :: 0
- The pre-antenna-repair detailed-routing pass consisted of 4 iterations.
- Detailed-route iteration 0 reported a violation count of 80.
- Per the post-route antenna check, the number of violating nets is 0.

** Floorplan
- Measured along the x axis, the die boundary spans 106 um.
- After floorplanning, the die was sized to cover about 0.011 mm^2.
- In this run the core area contains 31 standard-cell rows.
- Boundary Pins :: 59
- The core region is 0.00721 mm^2.
- Once the floorplan was initialized, standard cells occupied 15.9% of the core.
- From bottom edge to top edge, the die measures about 110 um.

** Cells and area
- Storage element area :: 435 um^2
- Comb. cell area :: between 700 and 800 um^2
- The post-route netlist has between 60% and 70% of its cells at a drive strength greater than 1.
- Between the synthesized netlist and the finished layout, the area growth was recorded as 111%.
- The finished cells cover 0.00241 mm^2.
- Per the layout report, the design carries 744 filler cells.

** Global route
- Pin count of the biggest net entering global routing :: 13
- The global route stage reports its total congestion overflow as 0.
- Vias in the first global route :: 1313
- Global-route wire length before repair :: a little under 7000 um
- Initial antenna violation count :: 0
- Global routing consumed, over all layers together, 7.26% of the routing resources.

** Setup path
- Logic depth along the worst register-to-register path is recorded as 5.
- Data arrival time of the worst path :: 1.50 ns
- Crit end category :: output port
- Setup CP Type :: flip-flop to output port
- Per the timing report, the biggest fanout along the worst path comes to 2.
- Among all stages on the critical path, the maximum delay recorded is 0.52 ns.
- STA lists the endpoint of the worst register-to-register path as OUT2[1].
- For this design, the slowest cell found on the critical path is sky130_fd_sc_hd__dfstp_2.
- Data on the critical path is required at its endpoint by 0.80 ns.
- Worst reg-to-reg setup slack :: -0.28 ns
- For the worst reg-to-reg path, the startpoint reported by OpenROAD is OUT2[1].
- Listed in order, past its start point the critical path passes buf_6 -> buf_6.
- Top cell by count, worst path :: sky130_fd_sc_hd__buf_6
- The worst setup path is launched from a flip-flop.

** Power and ir drop
- Static leakage power :: 1.13 nW
- Pwr/cell area :: slightly above 900 mW/mm^2
- VDD IR max :: approximately 0.46 mV

** Status
- Violated checks :: setup timing
- Run status :: finished, violations left
state kept, by name, indices dropped and copies added (netlist names):
name	count
OUT3	4
OUT6	1
OUT1	5
OUT2	4
OUT5	2
OUT4	1
stage by stage:
step	total power [mW]	setup TNS [ns]	instances	worst slack [ns]	util, %
floorplan	1.09	-11.00	140	-0.665	-
global placement	1.45	-34.96	298	-1.26	27.0
detailed placement	1.45	-35.07	298	-1.27	27.0
CTS	2.14	-18.29	333	-0.705	32.2
global route	2.32	-18.75	338	-0.737	33.5
finish	2.18	-17.47	338	-0.698	33.5
cell families (layout without fill, tap and decap cells):
logic type | after synthesis | in the layout | share of synthesized area (%)
muxes | 3 | 3 | 2.74
and+or+nand+nor | 50 | 50 | 23.1
buffers and inverters | 27 | 126 | 13.3
other | 2 | 9 | 0.657
xor gates and xnor gates | 3 | 3 | 2.30
AOI/OAI and AO/OA | 30 | 30 | 18.7
DFF | 17 | 17 | 38.1
adders and majority gates | 1 | 1 | 1.09
routing by layer:
| metal | global-route usage, % | wire length, um |
|---|---|---|
| met1 | 10.3 | 2140 |
| met2 | 11.4 | 1920 |
| met3 | 2.02 | 267 |
| met4 | 0.387 | 17 |
| met5 | 0 | 0 |
cells in the final DEF, fill, tap and decap left out, types with 3 or more instances in the layout:
cell type / synthesis / final
sky130_fd_sc_hd__buf_4: 13 / 46
sky130_fd_sc_hd__buf_6: 0 / 23
sky130_fd_sc_hd__buf_2: 2 / 21
sky130_fd_sc_hd__nor2_1: 15 / 10
sky130_fd_sc_hd__inv_1: 6 / 10
sky130_fd_sc_hd__dfrtn_1: 9 / 9
sky130_fd_sc_hd__conb_1: 2 / 9
sky130_fd_sc_hd__dfstp_2: 8 / 8
sky130_fd_sc_hd__nand2_1: 11 / 8
sky130_fd_sc_hd__clkdlybuf4s50_1: 0 / 5
sky130_fd_sc_hd__dlygate4sd2_1: 0 / 4
sky130_fd_sc_hd__buf_12: 0 / 4
sky130_fd_sc_hd__a21oi_1: 4 / 3
sky130_fd_sc_hd__nor2_2: 0 / 3
sky130_fd_sc_hd__o21ai_1: 0 / 3
sky130_fd_sc_hd__clkbuf_8: 0 / 3
sky130_fd_sc_hd__buf_8: 0 / 3
power breakdown:
| group | leakage (nW) | internal [mW] | switching, mW | total (mW) |
|---|---|---|---|---|
| Clock | 0.0658 | 0.315 | 0.307 | 0.622 |
| Sequential | 0.196 | 0.760 | 0.0271 | 0.787 |
| Combinational | 0.870 | 0.471 | 0.304 | 0.775 |
how the worst max path moves through the flow:
| stage | slack, ns | end | startpoint |
|---|---|---|---|
| CTS | -0.70 | OUT1[4] | OUT1[4] |
| global route | -0.74 | OUT1[4] | OUT1[4] |
| finish | -0.70 | OUT1[4] | OUT1[4] |
layout make-up:
type	count	area share [%]
clock inverters	9	1.40
multi-input cells	96	32.3
well taps	99	5.13
inverters	5	1.50
clock buffers	3	1.71
repair buffers	109	39.9
flip-flops and latches	17	18.0
worst max-delay path, delay by kind of cell (launching register included):
kind | cells | cell delay (ns)
flops | 1 | 0.52
buf+inv | 2 | 0.16
what timing repair did:
| item | CTS | global route |
|---|---|---|
| setup buffers | 23 | 9 |
| pin swaps | 38 | 26 |
| endpoints found under the setup margin | 38 | 38 |
| resized | 184 | 26 |
| cloned | 1 | 0 |
Power is estimated from default activity; no workload was simulated.
