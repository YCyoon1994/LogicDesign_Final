[design.v]
`timescale 1ns / 1ps
module Frequency_Divider(
    input CLK,
    input RST,
    output reg CLKOUT
    );
		reg[31:0] cnt;
		always @ (posedge CLK or posedge RST) begin
			if(RST) begin
				cnt <= 32'd0;
				CLKOUT <= 1'b0;
			end
			else if(cnt == 32'd25000000) begin
				cnt <= 32'd0;
				CLKOUT <= ~CLKOUT;
			end else begin
				cnt <= cnt + 1;
			end
		end
endmodule
[run.sh]
#!/bin/bash
# OpenROAD 26Q1-2900-gdf79404cd8, Yosys 0.63+post, stock flow scripts
make -C /OpenROAD-flow-scripts/flow DESIGN_CONFIG=/design/flow/config.mk WORK_HOME=/design/flow/orfs finish
[config.mk]
export PLATFORM = sky130hd
export DESIGN_NAME = Frequency_Divider
export DESIGN_NICKNAME = Frequency_Divider
export VERILOG_FILES = /design/flow/design.v
export SDC_FILE = /design/flow/constraint.sdc
export NUM_CORES = 4
export LEC_CHECK = 1
export CORE_UTILIZATION = 40
[constraint.sdc]
current_design Frequency_Divider

set clk_period 4.9
set clk_io_pct 0.2

create_clock -name clk0 -period $clk_period [get_ports {CLK}]

set non_clock_inputs [all_inputs -no_clocks]
set_input_delay [expr $clk_period * $clk_io_pct] -clock clk0 $non_clock_inputs
set_output_delay [expr $clk_period * $clk_io_pct] -clock clk0 [all_outputs]
==> results.ini <==
[floorplanning]
die_area_mm2 = 0.00431
die_y_um = 65.6
fp-row-count = 22
initCoreUtil_pct = 42.9
dieWidth_um = 65.6
core_mm2 = 0.00377
ios = 3

[sta]
fmax_mhz = 449
finalSetupViolCount = 0
final.min_clock_period_ps = 2230
final.setup_skew_ps = 2.22
maxSlewHeadroom_pct = 45.9
tns_ps = 0
fin_crit_sh_pct = 45.4
hold_ws_ps = 470
rsz0062_at_grt = false
hold_viol = 0
drv_slew = 0
tightestPinTransition_ps = 806

[critical_path]
cp-end-kind = flop
start_kind = flop
critPathTopFamily = simple AND/OR/NAND/NOR gates
critPathRequiredTime_ps = 5110
r2r-end = cnt[24]
crit_path_max_fanout = 9
crit_chain = ha_1 -> nand4_1 -> or4_1 -> or4_4 -> a21oi_2
critPathKind = reg -> reg
slowest_stage = or4_1
slowest_delay_ps = 600
timing.rr.start = cnt[0]
r2r_setup_slack_ps = 2680
reg2regPathDepth = 5
cp.arrival_ps = 2440
path_buffers = 0

[synth]
postSynthCellCount = 160
synthesis.area_mm2 = 0.00162
flop_cell = dfrtp_1
synth_cell_types = 29
edf_count = 0
synth_seq_share_pct = 51.0
yosys_cells = 160
synthArstFlopShare_pct = 100
syn_avg_cell_area_um2 = 10.1
ys.flops = 33
yosysWarnings = 1
yosysChipArea_mm2 = 0.00162

[placement]
dpl_cell_area_mm2 = 0.00171
gp_congestion = 0.812
hpwl_um = 2020
portBuffers = 2

[min_path]
hp-start = CLKOUT
holdPathStages = 1
min_path_type = reg -> reg
hold_path_end = CLKOUT

[clocking]
cts_sinks = 33
clk_path_buf_depth = 2
ctsHoldBuffers = 0
cts_tree = done
post-cts-setup-buffers = 0
clkTransAtPathRegs_ps = 60
htreeDepth = 2
clk_latency_ps = 280
cts_resized = 0
cts_buffers = 5
cts-root-buf = clkbuf_8

[global_route]
grt_pass1_vias = 1160
grt.overflow.total = 0
antenna_found_initial = 0
grt_first_pass_wirelength_um = 5310
track_usage_pct = 16.8
grt_max_degree = 34

[route]
drt-wirelength-per-cell_um = 13.6
routed_via_density = 5.50
highest_layer = met4
met1_length_um = 1450
drt_iter0_markers = 29
antennaDiodeCount = 0
finalWirelength_um = 2950
vias = 1193
drc_errors = 0
ant_nets = 0
wl_met2_um = 1330
wl_met3_um = 129
drtPass1Iterations = 4

[cells_and_area]
n_fill_cell = 340
area_growth_pct = 11.8
layout_top_cells = dfrtp_1, xnor2_1, nor2_1
stdcell_area_mm2 = 0.00181
drive_gt1_share_pct = 11.2
layout_top_cell = dfrtp_1

[run]
log.warning_count = 26
drv_cap = 0

[status]
run_status = completed

[power]
max-vdd-ir-drop_mv = 0.189
power_density_mw_per_mm2 = 276
p_leak_nw = 0.731

## power by group
part	switching, mW	total, mW	internal [mW]
combinational	0.00514	0.00642	0.00128
sequential	0	0.272	0.272
clock	0.0942	0.221	0.127
total	0.0993	0.500	0.401
## stage by stage
step | utilization, % | instances | setup slack [ps] | power [mW]
5_1_grt | 48.0 | 217 | 2570 | 0.521
2_1_floorplan | - | 160 | 2860 | 0.282
3_3_place_gp | 45.3 | 209 | 2740 | 0.284
4_1_cts | 48.0 | 217 | 2680 | 0.506
6_report | 48.0 | 217 | 2680 | 0.500
3_5_place_dp | 45.3 | 209 | 2690 | 0.284
## registers in the layout (all words and copies together) (netlist names)
| register | count |
|---|---|
| CLKOUT | 1 |
| cnt | 32 |
## how the worst max path moves through the flow
stage                 cells after the start    from      end  slack [ps]
after CTS                                 5  cnt[0]  cnt[24]        2680
after global routing                      5  cnt[0]  cnt[24]        2570
final                                     5  cnt[0]  cnt[24]        2680
## cells by family (layout without fill, tap and decap cells)
group	after synthesis	count (layout)	share of synthesized area, %
AOI/OAI and AO/OA	14	14	5.33
xor gates and xnor gates	24	24	13.0
adders and majority gates	2	2	1.55
buffers and inverters	11	20	2.71
DFF	33	33	51.0
and+or+nand+nor	76	76	26.4
## layer usage
| metal | global-route usage (%) | up-vias |
|---|---|---|
| li1 | - | 587 |
| met2 | 25.0 | 19 |
| met4 | 2.17 | 0 |
| met5 | 0 | - |
| met3 | 5.11 | 5 |
| met1 | 25.7 | 582 |
## cell type report
| type | instances | area (µm²) | share of cell area, % |
|---|---|---|---|
| multi-input combinational | 116 | 754 | 41.7 |
| tap | 48 | 60.1 | 3.32 |
| clock buffer | 7 | 96.3 | 5.32 |
| clock inverter | 1 | 5.00 | 0.276 |
| sequential | 33 | 826 | 45.6 |
| inverter | 7 | 26.3 | 1.45 |
| timing repair buffer | 5 | 42.5 | 2.35 |
## Yosys cell counts, types with 3 or more instances
library cell,count,area (µm²)
dfrtp_1,33,826
xnor2_1,19,166
nor2_1,17,63.8
nand3_1,12,60.1
nand4_1,11,68.8
nand2_1,9,33.8
inv_1,7,26.3
nor4_1,7,43.8
a21oi_1,6,30.0
xor2_1,5,43.8
and3_1,3,18.8
nor3_1,3,15.0
o21ai_0,3,15.0
Power figures rest on the tool's default switching activity, not on a simulated workload.
